==> design.v <==
`timescale 1ns / 1ps
module fifo (
	input [31:0] DI,
	input	RE,
	input	WE,
	input   clk,
	input	rst,
	output	[31:0] res,
	output	read_valid,
	output	r_err,
	output	w_err
);
	wire	we_n;
	wire	re_n;
	wire	[8'd3-1:0]  r_adr;
	wire	[8'd3-1:0]  w_adr;	
	wire	[31:0] d_out;
	wire	read_valid_0,read_valid_1;
	request_update update_addr (
		.di		(DI),
		.re		(RE),	
		.we		(WE),
		.clk	(clk),
		.rst	(rst),
		.we_n	(we_n),
		.re_n	(re_n),
		.r_adr	(r_adr),
		.w_adr	(w_adr),
		.r_err	(r_err),
		.w_err	(w_err),
		.data_out (d_out)
	);
	wire	ENABLE_0,ENABLE_1;
	wire	WE_0,WE_1;
	wire	[8'd3-2:0] A_0;
	wire    [31:0] DI_0;
	wire	[8'd3-2:0] A_1;
	wire    [31:0] DI_1;
	wire    [31:0] RAM_0_out,RAM_1_out;
	mem_ctr mem_ctr_1(
		.clk	(clk),
		.rst	(rst),
		.WE_N	(we_n),
		.RE_N	(re_n),
		.R_ADR	(r_adr),
		.W_ADR	(w_adr),
		.DI		(d_out),
 		.ENABLE_0 (ENABLE_0),
		.WE_0	  (WE_0),
		.A_0	  (A_0)	,
		.DI_0	  (DI_0),
 		.ENABLE_1 (ENABLE_1),
		.WE_1	  (WE_1),
		.A_1	  (A_1),
		.DI_1	  (DI_1)
	);
	single_port_ram RAM_0(
		.clk	(clk),
		.rst	(rst),
		.ena	(ENABLE_0),
		.wea	(WE_0),
		.din	(DI_0),
		.addr	(A_0),
		.dout	(RAM_0_out),
		.read_valid (read_valid_0)
	);
	single_port_ram RAM_1(
		.clk	(clk),
		.rst	(rst),
		.ena	(ENABLE_1),
		.wea	(WE_1),
		.din	(DI_1),
		.addr	(A_1),
		.dout	(RAM_1_out),
		.read_valid (read_valid_1)
	);
	res_mux r(
		.clk	(clk),
		.rd_en	(RE),
		.en0	(read_valid_0),
		.en1	(read_valid_1),
		.data0	(RAM_0_out),
		.data1	(RAM_1_out),
		.out	(res),
		.read_valid (read_valid)
	);
endmodule
module res_mux (
	input	clk,
	input	rd_en,
	input 	en0,
	input 	en1,
	input [31:0] data0,
	input [31:0] data1,
	output [31:0] out,
	output read_valid
);
	reg en0_r;
	reg en1_r;
	assign out = (en0 ) ? data0 :
				 (en1 ) ? data1 :
				 	      32'hffffffff;
	assign read_valid = (en0 | en1);
endmodule
`timescale 1ns / 1ps
module instruction(
    input [33:0]    inst,
    input   clk,
    input   rst,
    output  [31:0] res,
    output  read_valid
    );
    wire    [31:0]  DI;
    wire    RE;
    wire    WE;
    assign  DI  = inst[31:0];
    assign  RE  = inst[32];
    assign  WE  = inst[33];
    fifo  f1(
	    .DI     (DI),
	    .RE     (RE),
	    .WE     (WE),
	    .clk    (clk),
	    .rst    (rst),
	    .res    (res),
        .read_valid (read_valid)
    );
endmodule
`timescale 1ns / 1ps
module mem_ctr    (
	input	clk,
	input	rst,
	input	WE_N,
	input	RE_N,
	input	[8'd3-1:0] R_ADR,
	input	[8'd3-1:0] W_ADR,
	input	[31:0] DI,
 	output 	ENABLE_0,
	output	WE_0,
	output	[8'd3-2:0] A_0,
	output	[31:0] DI_0,
 	output 	ENABLE_1,
	output	WE_1,
	output	[8'd3-2:0] A_1,
	output	[31:0] DI_1
);
	wire	R_bit, W_bit;
	wire	[8'd3-2:0] R_A;
	wire	[8'd3-2:0] W_A;
	wire	CONFLICT;
	reg		W_bit_D;
	reg		[8'd3-2:0] W_A_D;
	reg		[31:0] DI_D; 	
	reg		flag;
	assign  {R_A,R_bit} = R_ADR;
	assign  {W_A,W_bit} = W_ADR;
	assign	CONFLICT = (RE_N & WE_N )&&(R_bit ^~ W_bit ) ? 1'b1 : 1'b0;
	always @(posedge clk ) begin
		if(rst) begin
			W_bit_D <= 1'b0 ;
			W_A_D	<= 31'b0 ;
			DI_D	<= 31'b0	;
			flag	<= 1'b0 ;
		end
		else if (CONFLICT) begin
			W_bit_D <= W_bit ;
			W_A_D	<= W_A   ;
			DI_D	<= DI	 ;
			flag	<= 1'b1 ;
		end
		else begin
			flag <= 1'b0;
		end
	end
	assign  ENABLE_0 = (RE_N & ~R_bit) | (WE_N & ~W_bit) | (flag & ~W_bit_D) ;
	assign  ENABLE_1 = (RE_N &  R_bit) | (WE_N &  W_bit) | (flag &  W_bit_D) ;
	assign	WE_0 = (~ (RE_N & ~R_bit) ) & ( WE_N & ~W_bit) | (flag & ~W_bit_D) ;
	assign	WE_1 = (~ (RE_N &  R_bit) ) & ( WE_N &  W_bit) | (flag &  W_bit_D) ;
	assign	A_0  = (RE_N & ~R_bit)   ? R_A   :
				   (flag & ~W_bit_D) ? W_A_D :
				   (WE_N & ~W_bit) 	 ? W_A   :
				   					   R_A   ;
	assign	A_1  = (RE_N & R_bit)   ? R_A   :
				   (flag & W_bit_D) ? W_A_D :
				   (WE_N & W_bit)   ? W_A   :
				   					  R_A   ;
	assign  DI_0 = (flag & ~W_bit_D ) ? DI_D:
				   (WE_N & ~W_bit)    ? DI  : 
									    DI_D;
	assign  DI_1 = (flag & W_bit_D )  ? DI_D:
				   (WE_N & W_bit)     ? DI  :
									    DI_D;
endmodule
`timescale 1ns / 1ps
module request_update (
	input	[31:0] di,
	input	re,	
	input	we,
	input	clk,
	input   rst,
	output	we_n,
	output	re_n,
	output	[8'd3-1:0]	r_adr,
	output	[8'd3-1:0]	w_adr,
	output  r_err,
	output  w_err,
	output  [31:0] data_out
);  
	wire full,empty;
	assign  we_n  = (we & (~full) & (~rst)) | (we & re & full);
	assign  re_n  = re & (~empty)& (~rst);
	assign  w_err  = we & (full);
	assign  r_err  = re & (empty);
	address_update  lut1(
	.clk	(clk),
	.rst	(rst),
	.re		(re),	
	.we		(we),
	.empty	(empty),
	.full	(full),
	.r_adr	(r_adr),
	.w_adr	(w_adr)
	);
	assign data_out  = di;
endmodule
module address_update (
	input   clk,
	input   rst,
	input	re,	
	input	we,
	output  empty,
	output	full,
	output	[8'd3-1:0] r_adr,
	output	[8'd3-1:0] w_adr
);
	reg  [8'd3:0] rd_addr;
	reg  [8'd3:0] wr_addr;
	reg  [3:0] count;
	assign  full  = (rd_addr[8'd3] ^ wr_addr[8'd3]) & (rd_addr[8'd3-1:0]==wr_addr[8'd3-1:0]);
	assign	empty = (rd_addr == wr_addr);
	always @(posedge clk ) begin
		if(rst) begin
			rd_addr <= 4'b0;
		end
		else if(re & ~empty ) begin
			rd_addr <= rd_addr +1'b1;
		end
	end
	always @(posedge clk ) begin
		if(rst) begin
			wr_addr <= 4'b0;
		end
		else if((we & ~full)|(we & re & full)) begin
			wr_addr <= wr_addr +1'b1;
		end
	end
	assign r_adr = rd_addr[8'd3-1:0];
	assign w_adr = wr_addr[8'd3-1:0];
endmodule
`timescale 1ns / 1ps
module single_port_ram (
	input clk,
	input rst,
	input ena,
	input wea,
	input	[31:0]	din,
	input	[8'd3-2:0] addr,
	output reg [31:0]	dout,
	output reg read_valid
);
	parameter  num = 32'b1<<8'd3;
	reg [31:0] ram[num-1:0];
	integer i;
	always @(posedge clk ) begin
		if(rst) begin
			for (i = 0;i<num ;i=i+1 ) begin
				ram[i] <= 32'b0;
			end
			dout <= 32'b0;			
			read_valid <=1'b0;
		end
		else if (ena && wea) begin
			ram[addr] <= din;
			read_valid <= 1'b0;
		end 
		else if (ena && ~wea) begin
			dout <= ram[addr];
			read_valid <=1'b1;
		end
		else
			read_valid <=1'b0;
	end
endmodule
==> run.sh <==
#!/bin/bash
# OpenROAD 26Q1-2900-gdf79404cd8, Yosys 0.63+post, stock flow scripts
make -C /OpenROAD-flow-scripts/flow DESIGN_CONFIG=/design/flow/config.mk WORK_HOME=/design/flow/orfs finish
==> config.mk <==
export PLATFORM = sky130hd
export DESIGN_NAME = instruction
export DESIGN_NICKNAME = instruction
export VERILOG_FILES = /design/flow/design.v
export SDC_FILE = /design/flow/constraint.sdc
export NUM_CORES = 4
export LEC_CHECK = 1
export CORE_UTILIZATION = 30
==> constraint.sdc <==
current_design instruction

set clk_period 10.6
set clk_io_pct 0.2

create_clock -name clk0 -period $clk_period [get_ports {clk}]

set non_clock_inputs [all_inputs -no_clocks]
set_input_delay [expr $clk_period * $clk_io_pct] -clock clk0 $non_clock_inputs
set_output_delay [expr $clk_period * $clk_io_pct] -clock clk0 [all_outputs]
==> impl_metrics.env <==
# physical design summary
export IMPL_outcome="finished clean"
export IMPL_flop_cell="edfxtp_1"
export IMPL_cts_resized=0
export IMPL_top_area_cell="edfxtp_1"
export IMPL_antenna_left=0
export IMPL_crit_required_ns=10.80
export IMPL_worstHoldPathType="register to register"
export IMPL_cts_made_buffers=38
export IMPL_fin_setup_tns_ns=0
export IMPL_cp_data_arrival_time_ns=6.36
export IMPL_path_clk_slew_ns=0.06
export IMPL_min_period_ns=6.162
export IMPL_setup_viol=0
export IMPL_rsz0062_at_grt="no"
export IMPL_insertedDiodeCount=0
export IMPL_num_io_pins=69
export IMPL_ys_seq_elements=366
export IMPL_die_x_um=232.9
export IMPL_crit_start="inst[32]"
export IMPL_drv_cap=0
export IMPL_cp_depth=10
export IMPL_cts_buffer_depth=3
export IMPL_flop_area_sq_um=9891
export IMPL_cp_cell_sequence="clkdlybuf4s50_1 -> o41a_1 -> nand2_1 -> nand4b_1 -> buf_4 -> and2_1 -> buf_4 -> nand3_2 -> nand2_1 -> buf_4"
export IMPL_crit_path_start_kind="primary input"
export IMPL_synth_async_reset_ratio=0
export IMPL_max_slew_worst_pin_slew_ns=1.024
export IMPL_common_cells="nor2_1 (268), edfxtp_1 (256), nand2_1 (182)"
export IMPL_area_delta_synth_final_pct=15.95
export IMPL_clock_latency_late_pin_ns=0.53
export IMPL_overflow=0
export IMPL_antenna_found_initial=0
export IMPL_slew_viol_final=0
export IMPL_drive_gt1_frac=0.07388
export IMPL_yosysChipArea_sq_um=16000
export IMPL_powerDensity_nw_per_um2=180.1
export IMPL_critPathKind="primary input to register"
export IMPL_logic_area_sq_um=5487
export IMPL_syn_inst=1455
export IMPL_fillers=4998
export IMPL_p_leak_uw=0.006384
export IMPL_max_slew_margin=0.3168
export IMPL_yosysTopAreaCellShare=0.4805
export IMPL_ctsHoldBuffers=0
export IMPL_grt_pass1_wl_mm=65.38
export IMPL_wire_per_inst_um=19.39
export IMPL_fp_row_count=84
export IMPL_dpl_hpwl_mm=28.03
export IMPL_postSynthSeqShare=0.6182
export IMPL_drc=0
export IMPL_core_sq_um=52660
export IMPL_placedCellCount=2136
export IMPL_crit_end="f1.RAM_1.ram[0][22]$_SDFFCE_PN0P_"
export IMPL_reg2reg_to="f1.RAM_1.ram[0][22]$_SDFFCE_PN0P_"
export IMPL_wirelength_mm=42.74
export IMPL_die_area_sq_um=54250
export IMPL_regToRegStartpoint="f1.update_addr.lut1.rd_addr[1]$_SDFFE_PP0N_"
export IMPL_num_vias=11070
export IMPL_fp_dieH_um=232.9
export IMPL_vdd_drop_max_mv=0.1258
export IMPL_post_cts_buffers=0
export IMPL_hold_viol_final=0
export IMPL_worstSetupEndpointType="register"
export IMPL_warnings=25
export IMPL_crit_path_max_incr_delay_ns=0.72
export IMPL_htree_levels=2
export IMPL_cp_slowest_cell="clkdlybuf4s50_1"
export IMPL_avgSynthCellArea_sq_um=11.00
export IMPL_final_cells=2204
export IMPL_cts_root_buf="clkbuf_16"
export IMPL_most_common_cell="nor2_1"
export IMPL_area_leaders="edfxtp_1 (48%), dfxtp_1 (14%), nor2_1 (6.3%)"
export IMPL_worst_r2r_path_depth=10
export IMPL_timing_fmax_mhz=162.3
export IMPL_cp_max_fo=34
export IMPL_cts_tree="built"
export IMPL_holdWs_ns=0.4474
export IMPL_viasPerCell=5.024
export IMPL_fp_util=0.3038
export IMPL_globalplace_congestion=0.9100
export IMPL_skew_ns=0.01184
export IMPL_drtIter0Drc=689
export IMPL_synth_distinct_cells=66
export IMPL_critical_path_top_delay_family="simple AND/OR/NAND/NOR gates"
export IMPL_cts_sinks=366
export IMPL_synth_edff_count=256
export IMPL_cp_common_cell="buf_4"
export IMPL_worst_path_buf_inv=4
export IMPL_grt_max_degree=69
export IMPL_grt_pass1_vias=11120
export IMPL_io_buffers=68
export IMPL_r2r_slack_ns=5.18
export IMPL_syn_area_sq_um=16000
export IMPL_grt_usage=0.1684
export IMPL_period_used=0.5813
export IMPL_firstDrtPassIters=5
export IMPL_ys_cells=1455
export IMPL_ys_warn_count=3
## layout make-up
class / count / share of cell area
multi-input cells: 944 / 0.2958
flip-flops and latches: 366 / 0.5332
repair buffers: 100 / 0.04965
clock inverters: 11 / 0.007150
clock buffers: 57 / 0.06010
inverters: 38 / 0.007690
well taps: 688 / 0.04641
## layer usage
metal,up-vias,GRT usage,wire length (um)
li1,5285,-,-
met5,-,0.004596,0
met1,5277,0.2317,17720
met4,0,0.04044,1216
met3,68,0.06907,4589
met2,442,0.2553,19220
## placed cells by master (no fill, tap or decap), types with 3 or more instances in the layout
| cell | instances |
|---|---|
| a41o_1 | 3 |
| dfxtp_1 | 109 |
| nor3_1 | 16 |
| nor2_1 | 266 |
| mux2i_1 | 97 |
| a31oi_1 | 33 |
| a221o_1 | 18 |
| bufinv_16 | 3 |
| clkdlybuf4s50_1 | 68 |
| edfxtp_1 | 256 |
| a21oi_1 | 69 |
| o21ai_0 | 55 |
| nand3_1 | 14 |
| and3_1 | 14 |
| a2111o_1 | 12 |
| clkbuf_1 | 12 |
| clkinv_1 | 3 |
| nor2b_1 | 3 |
| inv_1 | 37 |
| buf_4 | 32 |
| a22o_1 | 16 |
| a22oi_1 | 16 |
| nor2_2 | 4 |
| o211ai_1 | 34 |
| clkinv_2 | 3 |
| clkbuf_16 | 40 |
| clkbuf_8 | 5 |
| nor3b_1 | 33 |
| nand2_1 | 182 |
| and2_1 | 3 |
| xor2_1 | 3 |
| xnor2_1 | 3 |
## how the worst min path moves through the flow
stage / startpoint / to / slack, ns / depth (start not counted)
CTS: f1.RAM_0.ram[1][0]$_SDFFCE_PN0P_ / f1.RAM_0.dout[0]$_SDFFE_PP0P_ / 0.44 / 1
global route: f1.RAM_0.ram[1][0]$_SDFFCE_PN0P_ / f1.RAM_0.dout[0]$_SDFFE_PP0P_ / 0.47 / 1
finish: f1.RAM_0.ram[1][0]$_SDFFCE_PN0P_ / f1.RAM_0.dout[0]$_SDFFE_PP0P_ / 0.45 / 1
## worst reg2reg max path: cells and delay by family, from the launching register on
family,cells,cell delay (ns)
AND/OR/NAND/NOR,5,2.42
multiplexers,1,0.46
flip-flops,1,0.80
buffers and inverters,3,1.15
XOR/XNOR,1,0.29
## flip-flops by register name, indices dropped and copies added, names as in the netlist, 2 cells and up
signal / cells
f1.mem_ctr_1.W_A_D: 2
f1.RAM_1.dout: 32
f1.RAM_0.dout: 32
f1.update_addr.lut1.wr_addr: 4
f1.RAM_0.ram: 128
f1.RAM_1.ram: 128
f1.update_addr.lut1.rd_addr: 4
f1.mem_ctr_1.DI_D: 32
## power breakdown
part	internal (uW)	switching [uW]
combinational	132	226
sequential	1600	44.2
clock	800	537
## per-stage QoR
| stage | utilization | cell area, sq um | total power, uW | setup slack (ns) |
|---|---|---|---|---|
| floorplan | - | 16000 | 1862 | 5.825 |
| global placement | 0.3286 | 17300 | 2030 | 3.993 |
| detailed placement | 0.3286 | 17300 | 2032 | 3.910 |
| CTS | 0.3523 | 18550 | 3360 | 4.453 |
| global route | 0.3523 | 18550 | 3457 | 4.103 |
| finish | 0.3523 | 18550 | 3341 | 4.438 |
## logic make-up (layout without fill, tap and decap cells)
kind of cell / count (synthesis) / after routing / synth area share
AOI/OAI and AO/OA: 277 / 277 / 0.1186
xor gates and xnor gates: 9 / 9 / 0.007040
adders and majority gates: 2 / 2 / 0.001564
buffers and inverters: 145 / 206 / 0.04122
DFF: 366 / 366 / 0.6182
muxes: 100 / 100 / 0.06272
and+or+nand+nor: 556 / 556 / 0.1507
Power and IR drop assume default switching activity.
